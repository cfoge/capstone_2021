File: flow/run.sh
#!/bin/bash
# OpenROAD 26Q1-2900-gdf79404cd8, Yosys 0.63+post, stock flow scripts
make -C /OpenROAD-flow-scripts/flow DESIGN_CONFIG=/design/flow/config.mk WORK_HOME=/design/flow/orfs finish
File: flow/config.mk
export PLATFORM = sky130hd
export DESIGN_NAME = testPatternGen
export DESIGN_NICKNAME = testPatternGen
export VERILOG_FILES = /design/flow/design.v
export SDC_FILE = /design/flow/constraint.sdc
export NUM_CORES = 4
export LEC_CHECK = 1
export CORE_AREA = 10 10 92 92
export DIE_AREA = 0 0 102 102
File: flow/design.v
`timescale 1ns / 1ps
module testPatternGen
  #(parameter VIDEO_WIDTH = 3)
  (input       i_Clk,  
   input [3:0] i_Pattern,
   input       i_HSync,
   input       i_VSync,
   output reg [VIDEO_WIDTH-1:0] o_Red_Video,  
   output reg [VIDEO_WIDTH-1:0] o_Grn_Video,
   output reg [VIDEO_WIDTH-1:0] o_Blu_Video
    );
  wire w_VSync;
  wire w_HSync;
  wire [VIDEO_WIDTH-1:0] Pattern_Red[0:15];
  wire [VIDEO_WIDTH-1:0] Pattern_Grn[0:15];
  wire [VIDEO_WIDTH-1:0] Pattern_Blu[0:15];
  wire [10:0] w_Col_Count;
  wire [10:0] w_Row_Count;
  wire [6:0] w_Bar_Width;  
  wire [2:0] w_Bar_Select;
  Sync_To_Count sync (.i_Clk      (i_Clk),
       .i_HSync    (i_HSync),
       .i_VSync    (i_VSync),
       .o_Col_Count(w_Col_Count),
       .o_Row_Count(w_Row_Count)
      );
  assign Pattern_Red[0] = 0;
  assign Pattern_Grn[0] = 0;
  assign Pattern_Blu[0] = 0;
  assign Pattern_Red[1] = {VIDEO_WIDTH{1'b1}};
  assign Pattern_Grn[1] = {VIDEO_WIDTH{1'b1}};
  assign Pattern_Blu[1] = {VIDEO_WIDTH{1'b1}};
  assign Pattern_Red[2] = 1'b1;
  assign Pattern_Grn[2] = 1'b1;
  assign Pattern_Blu[2] = 1'b1;
  assign Pattern_Red[3] = {VIDEO_WIDTH{1'b1}} ;  
  assign Pattern_Grn[3] = 0;
  assign Pattern_Blu[3] = 0;
  assign Pattern_Red[4] = 0;
  assign Pattern_Grn[4] =  {VIDEO_WIDTH{1'b1}};
  assign Pattern_Blu[4] = 0;
  assign Pattern_Red[5] = 0;
  assign Pattern_Grn[5] = 0;
  assign Pattern_Blu[5] = {VIDEO_WIDTH{1'b1}};
  assign Pattern_Red[6] = {VIDEO_WIDTH{1'b1}};
  assign Pattern_Grn[6] = 0;
  assign Pattern_Blu[6] = {VIDEO_WIDTH{1'b1}};
  assign Pattern_Red[7] = {VIDEO_WIDTH{1'b1}};
  assign Pattern_Grn[7] = {VIDEO_WIDTH{1'b1}};
  assign Pattern_Blu[7] = 0;
  assign Pattern_Red[8] = 0;
  assign Pattern_Grn[8] = {VIDEO_WIDTH{1'b1}};
  assign Pattern_Blu[8] = {VIDEO_WIDTH{1'b1}};
  assign Pattern_Red[9] = w_Col_Count[8] ^ w_Row_Count[8] ? {VIDEO_WIDTH{1'b1}} : 0;
  assign Pattern_Grn[9] = Pattern_Red[9];
  assign Pattern_Blu[9] = Pattern_Red[9];
  assign Pattern_Red[10] = 0;
  assign Pattern_Red[10] = 0;
  assign Pattern_Red[10] = 0;
  assign Pattern_Red[11] = ((w_Col_Count&60)==0) | ((w_Row_Count&60)==0);
  assign Pattern_Grn[11] = w_Row_Count[7];
  assign Pattern_Blu[11] = w_Col_Count[7];
  assign Pattern_Red[12] = ((w_Col_Count&60)==0) | ((w_Row_Count&60)==0);
  assign Pattern_Grn[12] = ((w_Col_Count&32)==0) & ((w_Row_Count&32)==0);
  assign Pattern_Blu[12] = ((w_Col_Count&40)==0) ^ ((w_Row_Count&40)==0);
  always @(posedge i_Clk)
  begin
    case (i_Pattern)
      4'h0 : 
      begin
	    o_Red_Video <= Pattern_Red[0];
        o_Grn_Video <= Pattern_Grn[0];
        o_Blu_Video <= Pattern_Blu[0];
      end
      4'h1 :
      begin
        o_Red_Video <= Pattern_Red[1];
        o_Grn_Video <= Pattern_Grn[1];
        o_Blu_Video <= Pattern_Blu[1];
      end
      4'h2 :
      begin
        o_Red_Video <= Pattern_Red[2];
        o_Grn_Video <= Pattern_Grn[2];
        o_Blu_Video <= Pattern_Blu[2];
      end
      4'h3 :
      begin
        o_Red_Video <= Pattern_Red[3];
        o_Grn_Video <= Pattern_Grn[3];
        o_Blu_Video <= Pattern_Blu[3];
      end
      4'h4 :
      begin
        o_Red_Video <= Pattern_Red[4];
        o_Grn_Video <= Pattern_Grn[4];
        o_Blu_Video <= Pattern_Blu[4];
      end
      4'h5 :
      begin
        o_Red_Video <= Pattern_Red[5];
        o_Grn_Video <= Pattern_Grn[5];
        o_Blu_Video <= Pattern_Blu[5];
      end
      4'h6 :
      begin
        o_Red_Video <= Pattern_Red[6];
        o_Grn_Video <= Pattern_Grn[6];
        o_Blu_Video <= Pattern_Blu[6];
      end
      4'h7 :
      begin
        o_Red_Video <= Pattern_Red[7];
        o_Grn_Video <= Pattern_Grn[7];
        o_Blu_Video <= Pattern_Blu[7];
      end
      4'h8 :
      begin
        o_Red_Video <= Pattern_Red[8];
        o_Grn_Video <= Pattern_Grn[8];
        o_Blu_Video <= Pattern_Blu[8];
      end
      4'h9 :
      begin
        o_Red_Video <= Pattern_Red[9];
        o_Grn_Video <= Pattern_Grn[9];
        o_Blu_Video <= Pattern_Blu[9];
      end
      4'ha :
      begin
        o_Red_Video <= Pattern_Red[9];
        o_Grn_Video <= Pattern_Grn[3];
        o_Blu_Video <= Pattern_Blu[2];
      end
      4'hb :
      begin
        o_Red_Video <= Pattern_Red[11];
        o_Grn_Video <= Pattern_Grn[11];
        o_Blu_Video <= Pattern_Blu[11];
      end
      4'hc :
      begin
        o_Red_Video <= Pattern_Red[12];
        o_Grn_Video <= Pattern_Grn[12];
        o_Blu_Video <= Pattern_Blu[12];
      end
      default:
      begin
        o_Red_Video <= Pattern_Red[0];
        o_Grn_Video <= Pattern_Grn[0];
        o_Blu_Video <= Pattern_Blu[0];
      end
    endcase
  end
endmodule
module Sync_To_Count 
  (input            i_Clk,
  input             rst,
   input            i_HSync,
   input            i_VSync,
   output reg       o_HSync = 0, 
   output reg       o_VSync = 0,
   output reg [10:0] o_Col_Count = 0,
   output reg [10:0] o_Row_Count = 0);
   wire w_Frame_Start;
  always @(posedge i_Clk)
  begin
    o_VSync <= i_VSync;
    o_HSync <= i_HSync;
  end
  always @(posedge i_Clk)
    begin
        if(w_Frame_Start) begin
            o_Row_Count <= 0;
        end else begin
        if(h_Frame_Start) begin
            o_Col_Count <= 0;
            o_Row_Count <= o_Row_Count + 1;
        end else begin
            o_Col_Count <= o_Col_Count + 1;
        end
        end
    end
  assign w_Frame_Start = (~o_VSync & i_VSync);
  assign h_Frame_Start = (~o_HSync & i_HSync);
endmodule
File: flow/constraint.sdc
current_design testPatternGen

set clk_period 3.0
set clk_io_pct 0.2

create_clock -name clk0 -period $clk_period [get_ports {i_Clk}]

set non_clock_inputs [all_inputs -no_clocks]
set_input_delay [expr $clk_period * $clk_io_pct] -clock clk0 $non_clock_inputs
set_output_delay [expr $clk_period * $clk_io_pct] -clock clk0 [all_outputs]
==> load_flow_metrics.sql <==
-- physical implementation figures
INSERT INTO impl_metrics (metric_group, metric, value, unit) VALUES
('die', 'die_height', '102', 'um'),
('placement', 'dpl.hpwl', '1680', 'um'),
('final_layout', 'post_route_utilization', '23.9', '%'),
('critical_path', 'critPathMaxFanout', '11', ''),
('global_route', 'globalRouteTotalUtil', '4.25', '%'),
('timing', 'post-route-period-util', '62.6', '%'),
('global_route', 'grt_start_max_net_pins', '16', ''),
('timing', 'count_of_pins_over_their_slew_limit', '0', ''),
('global_route', 'grt_first_pass_wirelength', '3690', 'um'),
('final_layout', 'combGateArea', '588', 'um2'),
('synthesis', 'count_of_flip_flops_with_a_built_in_enable_after_synthesis', '9', ''),
('clock_network', 'cts.sinks', '26', ''),
('global_route', 'first_global_vias', '849', ''),
('die', 'die-width', '102', 'um'),
('flow_run', 'tool_warning_count', '25', ''),
('clock_network', 'number_of_hold_repair_buffers_added_at_the_cts_stage', '0', ''),
('synthesis', 'postSynth.topFlopCell', 'dfxtp_1', ''),
('critical_path', 'critical_path_class', 'in -> reg', ''),
('synthesis', 'syn-cell-area', '1290', 'um2'),
('timing', 'finClkSkew', '4.33', 'ps'),
('critical_path', 'worst_ep_required_time', '3160', 'ps'),
('clock_network', 'post_cts.resized_instances', '0', ''),
('final_layout', 'regArea', '611', 'um2'),
('die', 'core_area', '6460', 'um2'),
('min_path', 'worst_hold_path_type', 'reg -> reg', ''),
('clock_network', 'clock_tree.htree_level_count', '1', ''),
('clock_network', 'tritoncts', 'built', ''),
('outcome', 'status', 'completed', ''),
('pwr', 'powerDensity', '561', 'nW/um2'),
('synthesis', 'synthDominantCellAreaShare', '26.5', '%'),
('synthesis', 'synth.yosys.chip_area', '1290', 'um2'),
('pwr', 'total_leakage_power', '0.000574', 'uW'),
('die', 'fp_util', '19.9', '%'),
('die', 'io_pins', '16', ''),
('critical_path', 'critPathLaunchType', 'input port', ''),
('synthesis', 'average_footprint_of_a_synthesized_cell', '9.60', 'um2'),
('pwr', 'finalPower', '867', 'uW'),
('routing', 'routed_wl', '2270', 'um'),
('flow_run', 'max_cap_viol', '0', ''),
('routing', 'final_antenna_net_count', '0', ''),
('synthesis', 'yosys.area.top_type', 'dfxtp_1', ''),
('timing', 'setup-violations-final', '0', ''),
('routing', 'insertedDiodeCount', '0', ''),
('timing', 'hold_violations', '0', ''),
('synthesis', 'asyncSetResetFlopFracSynth', '0', '%'),
('timing', 'tightestPinTransition', '375', 'ps'),
('timing', 'fmaxAchievable', '533', 'MHz'),
('synthesis', 'numSynthFlops', '26', ''),
('synthesis', 'yosys_cells', '134', ''),
('clock_network', 'clock_pin_slew_on_the_worst_setup_and_hold_paths', '90', 'ps'),
('timing', 'slew_headroom', '74.8', '%'),
('global_route', 'antenna_found_initial', '0', ''),
('synthesis', 'post_synth_num_cell_types', '40', ''),
('clock_network', 'numCtsBuffers', '3', ''),
('synthesis', 'netlist_top_cells_area', 'dfxtp_1 26%, edfxtp_1 21%, nor2_1 6.1%, xor2_1 6.1%, xnor2_1 4.1%', ''),
('final_layout', 'layout-area-overhead-vs-synth', '20.2', '%'),
('routing', 'detail_route.drc_violations', '0', ''),
('placement', 'buffer_ports.inserted', '15', ''),
('timing', 'timing.final.crit_period', '1880', 'ps'),
('clock_network', 'root_buffer', 'clkbuf_8', ''),
('critical_path', 'setup.worst_path.end_class', 'flip-flop', ''),
('clock_network', 'ctsLongestPathBuffers', '2', ''),
('routing', 'dr.first_iter.drc_count', '39', ''),
('routing', 'count_of_vias_placed_by_the_detailed_router', '941', ''),
('timing', 'setup_repair_after_global_routing_missed_its_margin', 'no', ''),
('timing', 'finalSetupTns', '0', 'ps'),
('critical_path', 'critPathArrivalTime', '2040', 'ps'),
('die', 'floorplan.die_area', '10400', 'um2'),
('routing', 'dr.pass1.iters', '4', ''),
('synthesis', 'netlist_instances', '134', ''),
('die', 'placementRows', '29', ''),
('final_layout', 'final.fill_count', '699', ''),
('clock_network', 'clk-insertion-delay-late', '270', 'ps'),
('clock_network', 'postCtsSetupBuffers', '0', ''),
('final_layout', 'drive_gt1_share', '6.16', '%'),
('synthesis', 'seq_area_frac_synth', '47.5', '%'),
('routing', 'vias_per_cell', '4.22', ''),
('pwr', 'ir_worst_vdd', '0.000209', 'V'),
('routing', 'avgRoutedWirePerCell', '10.2', 'um'),
('placement', 'gpl_congestion', '0.735', ''),
('synthesis', 'synth.yosys.warnings', '3', ''),
('global_route', 'grt_overflow', '0', '');
## layer usage
| layer | vias up | part of all wire [%] | GRT usage (%) |
|---|---|---|---|
| met4 | 0 | 0 | 0.217 |
| met1 | 426 | 52 | 6.06 |
| met3 | 0 | 8.3 | 1.64 |
| met2 | 27 | 40 | 6.32 |
| li1 | 488 | - | - |
| met5 | - | 0 | 0 |
## kinds of logic (layout without fill, tap and decap cells)
group	Yosys count	after routing	share of synthesized area, %
fa+ha+maj	2	2	1.95
buf+inv	13	25	6.81
compound gates	17	17	9.05
xor+xnor	15	15	10.2
flops	26	26	47.5
mux	1	1	0.778
simple gates	60	60	23.7
## final timing paths
| path | depth (start not counted) | start | endpoint | slack (ps) |
|---|---|---|---|---|
| worst min-delay path | 2 | sync.o_Row_Count[1] | sync.o_Row_Count[1] | 540 |
| worst max register to register | 4 | sync.o_Col_Count[8] | o_Blu_Video[0] | 1590 |
| worst min register to register | 2 | sync.o_Row_Count[1] | sync.o_Row_Count[1] | 540 |
| worst max-delay path | 5 | i_Pattern[0] | o_Blu_Video[0] | 1120 |
## Yosys cell counts, types with 2 or more instances
cell type	n
nand2b_2	2
nor4_1	2
buf_4	4
xor2_1	9
edfxtp_1	9
xnor2_1	6
nand2_1	10
nor2_1	21
buf_6	3
nor2b_1	3
inv_1	4
nand4_1	2
a21oi_1	3
or3_1	2
o21ai_0	4
nand3_1	8
ha_1	2
dfxtp_1	17
nor3_1	2
## final cells by class
class,instances,share of cell area [%]
Timing Repair Buffer,17,10.7
Sequential cell,26,39.5
Multi-Input combinational cell,95,38.0
Clock inverter,1,1.94
Tap cell,77,6.23
Clock buffer,3,2.67
Inverter,4,0.971
## state kept, by name, indices dropped and copies added (netlist names)
| name | flops |
|---|---|
| sync.o_Row_Count | 9 |
| sync.o_HSync | 1 |
| sync.o_Col_Count | 9 |
| o_Red_Video | 2 |
| o_Grn_Video | 2 |
| o_Blu_Video | 2 |
| sync.o_VSync | 1 |
## worst max-delay path, cell delays in order
cell	delay (ps)
clkdlybuf4s50_1	660
nand2b_2	220
nor2_1	60
a221o_1	270
a211o_1	220
## cells in the final DEF, fill, tap and decap left out, drive strengths merged
cell type      count
mux2i              1
clkdlybuf4s50     15
dfxtp             17
nand3b             1
a21oi              3
clkbuf             3
a21boi             1
and3b              1
a32oi              1
nand4              2
nor3b              1
nor3               2
xor2               9
or3                2
nand2b             3
o311ai             1
o211ai             1
ha                 2
edfxtp             9
o31ai              1
a211o              1
a2bb2oi            1
a221o              1
nor4               2
nand3              8
inv                4
nor2              21
xnor2              6
nand2             10
o21ai              4
a211oi             1
and2               1
and4               1
bufinv             1
and3               1
nor2b              4
buf                2
o22ai              1
## per-stage QoR
stage	std cells	setup WS (ps)	area, um2	hold WS [ps]
2_1_floorplan	134	1500	1290	479
4_1_cts	223	1130	1550	540
6_report	223	1120	1550	538
5_1_grt	223	1030	1550	577
3_3_place_gp	219	858	1480	500
3_5_place_dp	219	840	1480	517
## where the power goes
| group | total (uW) | internal, uW | leakage, uW | switching [uW] |
|---|---|---|---|---|
| registers | 447 | 412 | 0.000237 | 34.5 |
| clock network | 286 | 178 | 0.0000357 | 108 |
| logic | 134 | 73.9 | 0.000301 | 59.8 |
| total | 867 | 665 | 0.000574 | 202 |
Power figures rest on the tool's default switching activity, not on a simulated workload.
