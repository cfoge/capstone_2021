===== flow/run.sh =====
#!/bin/bash
# OpenROAD 26Q1-2900-gdf79404cd8, Yosys 0.63+post, stock flow scripts
make -C /OpenROAD-flow-scripts/flow DESIGN_CONFIG=/design/flow/config.mk WORK_HOME=/design/flow/orfs finish

===== flow/config.mk =====
export PLATFORM = sky130hd
export DESIGN_NAME = colourise
export DESIGN_NICKNAME = colourise
export VERILOG_FILES = /design/flow/design.v
export SDC_FILE = /design/flow/constraint.sdc
export NUM_CORES = 4
export LEC_CHECK = 1
export CORE_AREA = 10 10 109 109
export DIE_AREA = 0 0 119 119

===== flow/constraint.sdc =====
current_design colourise

set clk_period 26.4
set clk_io_pct 0.2

create_clock -name clk0 -period $clk_period

set non_clock_inputs [all_inputs -no_clocks]
set_input_delay [expr $clk_period * $clk_io_pct] -clock clk0 $non_clock_inputs
set_output_delay [expr $clk_period * $clk_io_pct] -clock clk0 [all_outputs]

===== flow/design.v =====
`timescale 1ns / 1ps
module colourise(
        input [23:0] vid_pData_in,  
        input [2:0] mode,
        output [23:0] vid_pData_out  
    );
    wire [7:0] luma;
    reg [23:0] vid;
    reg [7:0] red;
    reg [7:0] green;
    reg [7:0] blue;
    rgb_2_luma lumaData(
        .vid_pData_in(vid_pData_in),
        .en(1'b1),
        .vid_pData_out(luma)
    );
    always @ (vid_pData_in, mode) begin
      case (mode)
        3'b001 :  
        begin 
         if ((luma >=0) && (luma<=50))
            begin
            red = 252;  
            green = 3;
            blue = 3;
            vid = {blue, green, red};
            end
        if ((luma >=51) && (luma<=100))
            begin
            red = 252;  
            green = 240;
            blue = 3;
            vid = {blue, green, red};
            end
        if ((luma >=101) && (luma<=150))
            begin
            red = 3;  
            green = 252;
            blue = 107;
            vid = {blue, green, red};
            end
        if ((luma >=151) && (luma<=200))
            begin
            red = 3;  
            green = 198;
            blue = 252;
            vid = {blue, green, red};
            end
        if ((luma >=201) && (luma<=255))
            begin
            red = 219;  
            green = 3;
            blue = 252;
            vid = {blue, green, red};
            end
        end
        default :
            begin
                vid = vid_pData_in;
            end
      endcase
    end
    assign vid_pData_out = vid;
endmodule
`timescale 1ns / 1ps
module rgb_2_luma(
        input [23:0] vid_pData_in,
        input en,
        output [23:0] vid_pData_out
    );
    reg [23:0] vid;
    reg [7:0] luma;
    wire [7:0] blue =  vid_pData_in[7:0];
    wire [7:0] green =  vid_pData_in[15:8];
    wire [7:0] red =  vid_pData_in[23:16];
    always @(en or vid_pData_in)
    if(en)
        begin
        vid <= {3{luma}};
        end
        else begin
        vid <= vid_pData_in;
        end
    always @ (vid_pData_in) begin
        luma = ((red+green+blue)/3);  
    end
    assign vid_pData_out = vid;
endmodule

==> results.yml <==
# synthesis and place-and-route metrics
layout:
  drive_gt1_frac: 0.0771
  final_common_cell: "clkdlybuf4s50_1"
  final_cell_area_um2: 3380
  syn_to_final_growth_pct: 28.8
  comb_area_um2: 2260
  layout_top_cells: "clkdlybuf4s50_1 (51), nand2_1 (33), a21oi_1 (28)"
  layout.cells.non_filler: 548
  largest_register: "vid"
  fill_cells: 1020
  reg_top3: "vid (24)"
  regArea_um2: 360
  largest_reg_flops: 24
run_status:
  status: "finished clean"
grt:
  grt_pass1_vias: 2634
  antenna_found_initial: 0
  grt_usage: 0.107
  grt_pass1_wl_um: 13100
  overflow: 0
  grt_start_max_net_pins: 19
sta:
  drv_slew: 0
  fin_crit_sh: 0.726
  untimed_endpoints: 24
  relSlewSlack: 0.422
  worstMarginPinSlew_ns: 0.861
  hold_viol: 0
  finalCriticalPeriod_ns: 19.17
  unclocked_pins: 24
  fmax_mhz: 52.2
  setup_viol: 0
  rsz0062_at_grt: "no"
  finalSetupTns_ns: 0
synth:
  async_flop_share: 0
  flop_cell: "dlxtn_1"
  synthCells: 348
  yosys-stat-cells: 348
  synth_area_um2: 2620
  yosysWarnings: 3
  synth_cell_type_count: 78
  edf_count: 0
  ys.flops: 24
  synth.avg_cell_area_um2: 7.53
  yosys_area_um2: 2620
worst_setup_path:
  worstSetupStartpoint: "vid_pData_in[9]"
  critPathRequiredTime_ns: 21.12
  cp_max_fo: 7
  critPathKind: "input port to output port"
  critPathMaxStageDelay_ns: 0.50
  critPathCaptureType: "output port"
  critPathArrivalTime_ns: 13.89
  crit_slowest_cell: "or4_4"
  start_kind: "input port"
  crit_end: "vid_pData_out[10]"
drt:
  viasPerCell: 5.14
  drt-initial-drc-count: 213
  wl_per_cell_um: 14.3
  wl_um: 7860
  antenna_left: 0
  route.vias.total: 2817
  diodes: 0
  drc: 0
  first_pass_iters: 4
place:
  dp_cells: 548
  dp.final_hpwl_um: 6660
  portBuffers: 51
  gp_congestion: 0.903
  dpl-instance-area_um2: 3380
floorplan:
  die_height_um: 119
  fp.coreArea_um2: 9640
  die-area_um2: 14200
  rows: 36
  boundaryPins: 51
  die_w_um: 119
  initial_utilization: 0.272
power:
  combPwrFrac: 0.979
  p_int_uw: 134
  p_sw_uw: 194
  sw_frac_of_total: 0.591
  powerDensity_nw_per_um2: 97.2
  p_leak_uw: 0.00143
  sequentialPowerShare: 0.021
  ir_worst_vdd_mv: 0.0554
  pwr-share-clk: 0
clock_network:
  ctsHoldBuffers: 0
  post_cts_buffers: 0
  cts-resized-gates: 0
run:
  cap_violations: 0
  warnings: 33
==> Yosys cell counts, drive strengths merged, types with 8 or more instances <==
cell type,n,area (um^2)
a21o,11,82.6
a21oi,29,149
clkbuf,8,31.3
dlxtn,24,360
ha,19,238
inv,13,48.8
nand2,33,124
nand3,9,57.6
nor2,20,77.6
nor3,12,60.1
o211ai,11,82.6
o21a,12,91.3
o21ai,26,134
xnor2,12,105
==> cell families (layout without fill, tap and decap cells) <==
logic type               after synthesis  count (layout)  share of synthesized area
latches                               24              24                      0.137
other                                  1              24                    0.00143
multiplexers                           3               3                     0.0124
XOR/XNOR                              17              17                     0.0621
adder cells (fa/ha/maj)               21              21                      0.106
buffers and inverters                 24              68                     0.0353
AND-OR/OR-AND                        152             152                      0.433
AND/OR/NAND/NOR                      106             106                      0.212
==> power by group through the flow <==
stage,Combinational (uW),Clock (uW),Sequential [uW]
final,321,0,6.85
after global routing,355,0,7.25
after CTS,321,0,6.90
==> critical path, delay by kind of cell <==
| family | cells | cell delay (ns) |
|---|---|---|
| latches | 1 | 0.32 |
| buffers and inverters | 2 | 0.87 |
| AND/OR/NAND/NOR | 7 | 1.86 |
| XOR/XNOR | 1 | 0.16 |
| multiplexers | 1 | 0.22 |
| adder cells (fa/ha/maj) | 4 | 1.22 |
| AND-OR/OR-AND | 17 | 3.92 |
==> metrics by stage <==
step           utilization  setup slack [ns]  total power (uW)
3_3_place_gp         0.350              7.25               326
4_1_cts              0.350              7.20               327
6_report             0.350              7.23               328
5_1_grt              0.350              6.60               363
3_5_place_dp         0.350              7.21               325
2_1_floorplan            -              9.06               253
==> cell type report <==
cell class	instances	share of cell area
sequential	24	0.107
multi-input combinational	323	0.669
tap	133	0.0493
timing repair buffer	55	0.160
inverter	13	0.0145
==> layer usage <==
layer | up-vias | part of all wire | track usage
met5 | - | 0 | 0
met4 | 0 | 0.0028 | 0.00305
met3 | 2 | 0.045 | 0.00480
met2 | 72 | 0.48 | 0.187
met1 | 1278 | 0.47 | 0.151
li1 | 1465 | - | -
No activity file was given, so power comes from the tool's default toggle rates.
