===== flow/design.v =====
`timescale 1ns / 1ps
module posterise(
        input [23:0] vid_pData_in,
        input [2:0] mode,
        output [23:0] vid_pData_out
    );
    reg [23:0] vid;
    reg [7:0] pos;
    wire [7:0] blue =  vid_pData_in[7:0];
    wire [7:0] green =  vid_pData_in[15:8];
    wire [7:0] red =  vid_pData_in[23:16];
     always @ (vid_pData_in, mode) begin
        case (mode)
            3'b001  : 
                begin
                     pos = 8'd127;
                     vid = {blue|pos, green|pos, red|pos};
                end
            3'b010  : 
                begin
                     pos = 8'd61;
                     vid = {blue|pos, green|pos, red|pos};
                end
            3'b011  : 
                begin
                     pos = 8'd31;
                     vid = {blue|pos, green|pos, red|pos};
                end
            3'b100  : 
                begin
                     pos = 8'd15;
                     vid = {blue|pos, green|pos, red|pos};
                end
            3'b101  : 
                begin
                     pos = 8'd7;
                     vid = {blue|pos, green|pos, red|pos};
                end
            default :   
                begin
                     vid = {blue ,green, red };
                end
        endcase
    end
    assign vid_pData_out = vid;
endmodule

===== flow/run.sh =====
#!/bin/bash
# OpenROAD 26Q1-2900-gdf79404cd8, Yosys 0.63+post, stock flow scripts
make -C /OpenROAD-flow-scripts/flow DESIGN_CONFIG=/design/flow/config.mk WORK_HOME=/design/flow/orfs finish

===== flow/config.mk =====
export PLATFORM = sky130hd
export DESIGN_NAME = posterise
export DESIGN_NICKNAME = posterise
export VERILOG_FILES = /design/flow/design.v
export SDC_FILE = /design/flow/constraint.sdc
export NUM_CORES = 4
export LEC_CHECK = 1
export CORE_AREA = 10 10 70 70
export DIE_AREA = 0 0 80 80

===== flow/constraint.sdc =====
current_design posterise

set clk_period 1.5
set clk_io_pct 0.2

create_clock -name clk0 -period $clk_period

set non_clock_inputs [all_inputs -no_clocks]
set_input_delay [expr $clk_period * $clk_io_pct] -clock clk0 $non_clock_inputs
set_output_delay [expr $clk_period * $clk_io_pct] -clock clk0 [all_outputs]

==> impl_metrics.json <==
{
  "stdcell_count": 178,
  "synth_top_cell_by_area": "a21oi_1",
  "crit_slowest_cell": "ha_4",
  "grt_overflow": 0,
  "fin_tns_setup_ps": -2910,
  "antennaDiodeCount": 0,
  "cts_hold_buf": 0,
  "cp_top_family": "buffers and inverters",
  "seq_area_frac_synth": 0,
  "cp.required_ps": 1200,
  "crit_path_start": "mode[2]",
  "peakVddDrop_mv": 0.130,
  "antenna_found_initial": 0,
  "totalWireLength_mm": 2.37,
  "comb_area_um2": 508,
  "synth_warnings": 1,
  "path_buffers": 3,
  "drive_gt1_frac": 0.576,
  "globalplace.congestion": 0.684,
  "top_cells_by_area": "a21oi_1, o21ai_0, o2bb2ai_1, or2_1, mux2i_1",
  "cp_max_fo": 5,
  "drc": 0,
  "outcome": "finished with violations",
  "synth.distinct_cells": 17,
  "port-buffer-count": 45,
  "violations": "negative setup slack",
  "yosysMostFrequentCell": "a21oi_1",
  "dpl.hpwl_mm": 1.72,
  "rows": 21,
  "dpl_cell_area_um2": 960,
  "p_leak_uw": 0.000506,
  "top_cell_area_share": 0.183,
  "drv_slew": 0,
  "io_pins": 51,
  "worst_pin_slew_ps": 364,
  "vias": 719,
  "timing.fmax_mhz": 598,
  "setup_viol": 21,
  "die_area_um2": 6400,
  "syn_area_per_cell_um2": 6.39,
  "ys_cells": 64,
  "die_y_um": 80,
  "post_drt_wl_per_cell_um": 13.3,
  "yosys-stat-area_um2": 409,
  "crit_type": "in -> out",
  "grt_usage": 0.0693,
  "rsz0062_at_grt": "yes",
  "common_cells": "a21oi_1, o21ai_0, nor3_1, o2bb2ai_1, or2_1",
  "routed_via_density": 4.04,
  "crit_top_cell": "buf_6",
  "drtIter0Drc": 8,
  "fillers": 332,
  "holdPathStages": 0,
  "syn_area_um2": 409,
  "ant_nets": 0,
  "area_growth_pct": 202,
  "critPathMaxStageDelay_ps": 300,
  "layout_min_cycle_time_ps": 1670,
  "die_x_um": 80,
  "flops": 0,
  "hold_viol_final": 0,
  "synthCells": 64,
  "hp-start": "vid_pData_in[15]",
  "coreArea_um2": 3420,
  "worstSetupPathDepth": 6,
  "fin_util": 0.362,
  "warning_count": 35,
  "post-route-period-util": 1.12,
  "hold_class": "in -> out",
  "stdcell_area_um2": 1240,
  "setup_slack_ps": -174,
  "clkbuf_count": 0,
  "power_density_nw_per_um2": 357,
  "dr.pass1.iters": 2,
  "slew_headroom": 0.754,
  "fp_util": 0.120,
  "path_cells": "buf_6 > ha_4 > a21bo_4 > buf_6 > or2_1 > buf_2",
  "cp-end-kind": "primary output",
  "power_uw": 441,
  "startpoint_type": "input port",
  "maxCapViolations": 0,
  "critPathArrivalTime_ps": 1370,
  "dp.cells": 160,
  "seq_area_um2": 0,
  "grt_pass1_wl_mm": 3.74,
  "grt_max_degree": 13,
  "grt_pass1_vias": 778
}
-- area by class of cell --
cell class,count,share of cell area
multi-input combinational,56,0.411
timing repair buffer,74,0.533
tap,46,0.0465
inverter,2,0.0101
-- through the flow --
step | setup WS, ps | hold WS [ps]
2_1_floorplan | 15.4 | 653
3_3_place_gp | -1010 | 600
3_5_place_dp | -1020 | 600
4_1_cts | -188 | 600
5_1_grt | -242 | 600
6_report | -174 | 600
-- what timing repair did --
item | 4_1_cts | 5_1_grt
gates resized | 122 | 12
endpoints found under the setup margin | 21 | 21
setup buffers | 18 | 3
pin swaps | 16 | 12
-- per-layer routing --
metal | share of wire | vias to the layer above | global-route usage
li1 | - | 376 | -
met1 | 0.45 | 325 | 0.0870
met2 | 0.49 | 18 | 0.123
met3 | 0.059 | 0 | 0.0159
met4 | 0 | 0 | 0.00176
met5 | 0 | - | 0
-- power breakdown --
group          internal (uW)  switching, uW
registers                  0              0
clock network              0              0
logic                    279            162
-- path summary, 6_finish.rpt --
kind              slack, ps                 to
setup / recovery       -170   vid_pData_out[0]
hold / removal          600  vid_pData_out[15]
-- cell usage in the layout, fill, tap and decap left out, types with 4 or more instances in the layout --
master and instances:
clkdlybuf4s50_1 21, buf_2 19, buf_6 14, buf_4 13
o21ai_1 9, a21oi_1 9, or2_1 6, a21oi_2 5
o2bb2ai_1 4
-- logic make-up (layout without fill, tap and decap cells) --
group           Yosys count  count (layout)  synth area share
fa+ha+maj                 2               2            0.0612
mux                       3               3            0.0734
compound gates           35              35             0.511
simple gates             16              16             0.239
buf+inv                   8              76             0.116
Power figures rest on the tool's default switching activity, not on a simulated workload.
